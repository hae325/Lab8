[flow/design.v]
`timescale 1ns / 1ps
module multi_seg_drive(
input clk,
 input [15:0] bcd_in,
 output [3:0] sseg_a_o,
 output [6:0] sseg_c_o);
parameter g_s = 5;
parameter gt = 4;
wire [6:0] sseg_o;
reg [3:0] anode =4'b0001;
reg [3:0] bcd_seg =4'b0000;
reg [g_s-1:0] g_count =0;
ss_decode ss_dec(clk, bcd_seg,sseg_o);
    always @(posedge clk)
    begin
    g_count =g_count+1;
        if(g_count == 0)
            begin
            if(anode == 4'b0001)
                begin
                anode = 4'b1000;
                end   
            else 
                begin
                anode = anode >>1;
                end
             end
         if(&g_count[g_s-1:gt])
            begin
            case (anode)  
            4'b1000 : bcd_seg = bcd_in[15:12];
            4'b0100 : bcd_seg = bcd_in[11:8];
            4'b0010 : bcd_seg = bcd_in[7:4];
            4'b0001 : bcd_seg = bcd_in[3:0];
            default : bcd_seg = 4'b1111; 
            endcase
         end 
         else 
            begin
            bcd_seg = 4'b1111; 
            end 
          end
assign  sseg_a_o = ~anode;   
assign  sseg_c_o =  sseg_o;    
endmodule
`timescale 1ns / 1ps
module ss_decode(clk, bcd,seg);
 input clk;
 input [3:0] bcd;
 output reg[6:0] seg;
    always @(posedge clk)
    begin
        case (bcd)  
            0 : seg = 7'b0000001;
            1 : seg = 7'b1001111;
            2 : seg = 7'b0010010;
            3 : seg = 7'b0000110;
            4 : seg = 7'b1001100;
            5 : seg = 7'b0100100;
            6 : seg = 7'b0100000;
            7 : seg = 7'b0001111;
            8 : seg = 7'b0000000;
            9 : seg = 7'b0000100;
            default : seg = 7'b1111111; 
        endcase
        end 
endmodule
[flow/run.sh]
#!/bin/bash
# OpenROAD 26Q1-2900-gdf79404cd8, Yosys 0.63+post, stock flow scripts
make -C /OpenROAD-flow-scripts/flow DESIGN_CONFIG=/design/flow/config.mk WORK_HOME=/design/flow/orfs finish
[flow/config.mk]
export PLATFORM = sky130hd
export DESIGN_NAME = multi_seg_drive
export DESIGN_NICKNAME = multi_seg_drive
export VERILOG_FILES = /design/flow/design.v
export SDC_FILE = /design/flow/constraint.sdc
export NUM_CORES = 4
export LEC_CHECK = 1
export CORE_AREA = 10 10 98 98
export DIE_AREA = 0 0 108 108
[flow/constraint.sdc]
current_design multi_seg_drive

set clk_period 2.6
set clk_io_pct 0.2

create_clock -name clk0 -period $clk_period [get_ports {clk}]

set non_clock_inputs [all_inputs -no_clocks]
set_input_delay [expr $clk_period * $clk_io_pct] -clock clk0 $non_clock_inputs
set_output_delay [expr $clk_period * $clk_io_pct] -clock clk0 [all_outputs]
==> results.yml <==
# physical design summary
synth:
  synthTopCellsByArea: "dfxtp_1 39%, ha_1 8.6%, nor2_1 5.5%"
  ys_types: 31
  ys_seq_frac: 0.3931
  yosysWarnings: 2
  yosysTopAreaCell: "dfxtp_1"
  ys_seq_elements: 20
  synth_area_per_cell_um2: 8.487
  synth_stat.cells: 120
  syn_area_mm2: 0.001018
  synth.top_cell.area_share: 0.3931
  yosysChipArea_mm2: 0.001018
  syn_inst: 120
route:
  drtIter0Drc: 48
  diodes: 0
  viasPerCell: 3.576
  num_vias: 894
  ant_nets: 0
  drt_pre_antenna_iters: 4
  totalWireLength_um: 2546
  drc: 0
  routedWlPerCell_um: 10.18
power_and_ir_drop:
  p_total_uw: 642.2
  netSwitchingFraction: 0.1689
  p_sw_uw: 108.5
  pwr-share-clk: 0.479
  power_frac_comb: 0.045
  p_per_area_mw_per_mm2: 436.5
  power.internal_uw: 533.8
  p_leak_uw: 0.0005255
  seqPwrFrac: 0.476
  ir_drop_mv: 0.2221
worst_setup_path:
  arrival_ns: 2.22
  crit_start: "g_count[0]"
  criticalPathCategory: "reg2reg"
  cp_cell_sequence: "ha_1 > a21boi_1 > a21o_1 > a31oi_4 > mux2_4 > a221o_1"
  crit_required_ns: 2.75
  slowest_delay_ns: 0.35
  crit_path_top_delay_cell: "dfxtp_1"
  end_kind: "register"
  cp_max_fo: 12
  startpoint_type: "register"
  r2r_start: "g_count[0]"
final_timing:
  finalClockSkew_ns: 0.001065
  final-hold-violation-count: 0
  slew_headroom: 0.6532
  worst_slack_ns: 0.5233
  period_minus_slack_ns: 2.077
  rsz0062_at_grt: "false"
  max_freq_mhz: 481.5
  worstMarginPinSlew_ns: 0.5148
  drv_slew: 0
  tns_ns: 0
  setup_viol: 0
  fin_crit_sh: 0.7987
floorplanning:
  core_mm2: 0.007647
  die-area_mm2: 0.01166
  row_count: 32
  ios: 28
  initial_utilization: 0.1332
  die_w_um: 108
  die_h_um: 108
status:
  outcome: "completed"
hold_path:
  worst_hold_path_type: "reg2reg"
  worstHoldStart: "g_count[0]"
clocking:
  path_clk_slew_ns: 0.07
  cts-root-buf: "clkbuf_8"
  post_cts_resize_count: 0
  cts-buffers-inserted: 3
  clockBufferDepth: 2
  htree_num_levels: 1
  clkSinkCount: 20
  hold_buffers: 0
  cts_setup_buffers: 0
  clk_latency_ns: 0.25
  cts_tree: "done"
placed_design:
  place_congestion: 0.8892
  dpl.hpwl_um: 2086
  place_ws_ns: 0.5476
  numPortBuffers: 27
final_layout:
  drive_above_1_share: 0.05405
  area_delta_synth_final_pct: 44.47
flow_run:
  max-cap-violations: 0
  tool_warnings: 30
global_routing:
  grt_overflow: 0
  antenna_found_initial: 0
  gr-usage-all-layers: 0.04321
  grt_max_degree: 13
  grt_pass1_wl_um: 4002
  grt_pass1_vias: 791
[per-stage QoR]
step	utilization	hold WS (ns)	instances	cell area, um^2
floorplan	-	0.3976	120	1018
CTS	0.1924	0.4433	250	1471
global placement	0.1831	0.4102	246	1400
detailed placement	0.1831	0.4249	246	1400
global route	0.1924	0.4714	250	1471
finish	0.1924	0.4403	250	1471
[metal layers]
metal,share of wire,track usage,vias up
met5,0,0,-
met4,0.0067,0.002863,0
met3,0.088,0.01807,2
met2,0.45,0.06897,22
met1,0.46,0.05590,398
li1,-,-,472
[worst paths after layout]
check | endpoint | slack (ns) | depth (start not counted)
worst max-delay path | bcd_seg[1] | 0.52 | 6
worst min-delay path | g_count[0] | 0.44 | 1
worst max register to register | bcd_seg[1] | 0.52 | 6
worst min register to register | g_count[0] | 0.44 | 1
[critical path, delay by kind of cell, from the launching register on]
family / cells / cell delay (ns)
AOI/OAI and AO/OA: 4 / 1.00
muxes: 1 / 0.35
DFF: 1 / 0.35
adders and majority gates: 1 / 0.27
[cells in the final DEF, fill, tap and decap left out]
cell type,instances
clkdlybuf4s50_1,27
a21o_1,2
o211ai_1,1
clkbuf_8,3
mux2i_1,3
xor2_1,1
nand3_1,7
nor2_1,15
a21boi_0,1
nand4_1,2
or2_2,1
a21oi_1,8
mux2_2,1
o21ai_0,10
a21boi_1,1
nor3_1,1
bufinv_16,1
a221o_1,3
nand2b_1,4
nand2_1,9
a22oi_1,1
nor2b_1,2
a31oi_1,3
and3_1,1
ha_1,7
a31oi_4,1
xnor2_1,2
mux2_4,1
dfxtp_1,20
clkinv_1,1
inv_1,8
[layout make-up]
cell class | instances | area, um^2
fillers | 826 | 6176
clock inverters | 1 | 30.03
multi-input cells | 88 | 568.0
well taps | 102 | 127.6
inverters | 9 | 33.78
clock buffers | 3 | 41.29
flip-flops and latches | 20 | 400.4
repair buffers | 27 | 270.3
[flip-flops by register name, indices dropped and copies added (netlist names)]
register and cells:
ss_dec.seg 7, g_count 5, anode 4, bcd_seg 4
[Yosys cell counts (all sizes together)]
cell type  number
dfxtp          20
nor2           15
o21ai          10
nand2           9
a21oi           8
inv             8
ha              7
nand3           7
a31oi           4
nand2b          4
a221o           3
mux2i           3
a21boi          2
a21o            2
buf             2
mux2            2
nand4           2
nor2b           2
xnor2           2
a22oi           1
and3            1
clkbuf          1
clkinv          1
nor3            1
o211ai          1
or2             1
xor2            1
[cell families (layout without fill, tap and decap cells)]
group / count (synthesis) / in the layout / synth area share
compound gates: 31 / 31 / 0.2015
xor+xnor: 3 / 3 / 0.02580
fa+ha+maj: 7 / 7 / 0.08599
buf+inv: 12 / 40 / 0.04913
flops: 20 / 20 / 0.3931
mux: 5 / 5 / 0.05528
simple gates: 42 / 42 / 0.1892
[power by group through the flow]
stage,logic (uW),clock network [uW],registers [uW]
4_1_cts,29.3,314,306
5_1_grt,30.3,331,306
6_report,28.6,308,306
No activity file was given, so power comes from the tool's default toggle rates.
