==> /design/flow/design.v <==
`timescale 1ns / 1ps
module clk_divider(clock_in,clock_out
    );
input clock_in;  
output reg clock_out;  
reg[27:0] counter=28'd0;
parameter DIVISOR = 28'd2;
always @(posedge clock_in)
begin
 counter <= counter + 28'd1;
 if(counter>=(DIVISOR-1))
  counter <= 28'd0;
 clock_out <= (counter<DIVISOR/2)?1'b1:1'b0;
end
endmodule
==> /design/flow/run.sh <==
#!/bin/bash
# OpenROAD 26Q1-2900-gdf79404cd8, Yosys 0.63+post, stock flow scripts
make -C /OpenROAD-flow-scripts/flow DESIGN_CONFIG=/design/flow/config.mk WORK_HOME=/design/flow/orfs finish
==> /design/flow/config.mk <==
export PLATFORM = sky130hd
export DESIGN_NAME = clk_divider
export DESIGN_NICKNAME = clk_divider
export VERILOG_FILES = /design/flow/design.v
export SDC_FILE = /design/flow/constraint.sdc
export NUM_CORES = 4
export LEC_CHECK = 1
export CORE_AREA = 10 10 91 91
export DIE_AREA = 0 0 101 101
==> /design/flow/constraint.sdc <==
current_design clk_divider

set clk_period 1.7
set clk_io_pct 0.2

create_clock -name clk0 -period $clk_period [get_ports {clock_in}]

set non_clock_inputs [all_inputs -no_clocks]
set_input_delay [expr $clk_period * $clk_io_pct] -clock clk0 $non_clock_inputs
set_output_delay [expr $clk_period * $clk_io_pct] -clock clk0 [all_outputs]
==> run summary <==
initial antenna violation count -> 0
register area share after synthesis -> 0.759
clk slew on worst S/H paths -> 60 ps
Final ANT Viol Nets -> 0
antenna cell count -> 0
Most common cell on crit path -> nor4b_1
Max Cap Violations -> 0
unrepaired setup endpoints after global routing -> false
Post-CTS Hold Buffers -> 0
most frequent logic cells in the routed design -> dfxtp_1 (29), conb_1 (25), clkbuf_8 (5)
first-pass GRT wire length -> 1640 microns
fp_density -> 0.120
Max VDD drop -> 652 uV
routed len/inst -> 5.02 microns
Starting DRT DRC Count -> 3
chip width -> 101 microns
CTS Buf Count -> 5
Hold Path Class -> flop to flop
Synth Area per Inst -> 14.7 sq um
Worst-Skew Late Latency -> 270 ps
Die Size -> 10200 sq um
CP Capture Type -> flop
postcts setup bufs -> 0
number of fill cells -> 686
Layout area overhead -> 37.0%
crit path DRT -> 1880 ps
Mapped Area -> 764 sq um
Cell Rows -> 29
I/O Pins -> 2
die y size -> 101 microns
Critical Path AT -> 1580 ps
tool warning count -> 27
Synth Register Bits -> 29
vias in the first global route -> 399
gr usage total -> 0.0197
critical path type -> flop to flop
clk sinks -> 29
Max FO, Critical Path -> 4
routed vias -> 392
layout cell share with drive strength beyond 1 -> 0.141
CORE AREA -> 6350 sq um
crit-path leading delay family -> simple AND/OR/NAND/NOR gates
final setup fails -> 0
CTS H-tree depth -> 2
GPL Wtd Cong -> 0.710
nature of the critical path startpoint -> flop
CTS tree -> done
Pwr Density -> 1190 nW/um^2
hold depth -> 1
worst-path cell chain -> inv_1 -> ha_1 -> nor4b_1 -> nand3_1 -> nor4b_1
Commonest Layout Cell -> dfxtp_1
# DRC -> 0
post-layout period usage -> 0.828
Via density -> 2.42
Levels on crit path -> 5
grt total ovfl -> 0
final hold viol count -> 0
clock buffer depth -> 2
min cycle time layout -> 1410 ps
CP max stage delay -> 340 ps
dpl hpwl -> 564 microns
Warnings, synthesis -> 1
largest net degree at the start of global routing -> 11
worst hold slack -> 514 ps
status -> completed
slowest library cell on the worst path -> dfxtp_1
post-CTS sizing -> 0
ys cells -> 52
worst r2r path cells -> 5
Pre-antenna DRT Iters -> 3
post-route setup TNS -> 0 ps
clk root buf -> clkbuf_8
Leak -> 0.408 nW
fin. max-slew vios -> 0
Buf/Inv on CP -> 1
tally of unique sky130hd cells used after synthesis -> 15
Port Buffer Count -> 1
Mapped Cells -> 52
Max Clk Rate -> 711 MHz
overall routed net length -> 814 microns
clk_skew -> 3.02 ps
synthesis area per yosys -> 764 sq um
## Yosys cell counts
master | n | area, sq um
conb_1 | 1 | 3.75
dfxtp_1 | 29 | 581
nor4b_1 | 2 | 17.5
inv_1 | 2 | 7.51
nand4_1 | 1 | 6.26
nand2b_1 | 2 | 12.5
nand3b_1 | 1 | 7.51
nor4_2 | 4 | 50.1
a211oi_1 | 1 | 7.51
nor3b_1 | 1 | 7.51
ha_1 | 3 | 37.5
nor4_1 | 2 | 12.5
nand3_1 | 1 | 5.00
nor2_1 | 1 | 3.75
nor3_1 | 1 | 5.00
## cell families (layout without fill, tap and decap cells)
logic type	Yosys count	after routing	share of synthesized area
AND-OR/OR-AND	1	1	0.00982
AND/OR/NAND/NOR	16	16	0.167
buffers and inverters	2	11	0.00982
other	1	25	0.00491
flip-flops	29	29	0.759
adder cells (fa/ha/maj)	3	3	0.0491
## power breakdown
group          total [mW]  leakage (nW)  internal (mW)  switching, mW
logic              0.0105         0.121        0.00397        0.00654
registers           0.723         0.243          0.712         0.0113
clock network       0.515        0.0439          0.281          0.234
## layer usage
layer  share of wire  track usage  vias up
li1                -            -      217
met1            0.54       0.0252      165
met2            0.35       0.0270        7
met3           0.090       0.0139        3
met4           0.023      0.00322        0
met5               0            0        -
## through the flow
stage / utilization / setup WS, ps / cell area, sq um / std cells / power, mW
floorplan: - / 534 / 855 / 76 / 0.745
global placement: 0.151 / 388 / 961 / 154 / 0.748
detailed placement: 0.151 / 337 / 961 / 154 / 0.749
CTS: 0.165 / 275 / 1050 / 162 / 1.27
global route: 0.165 / 52.5 / 1050 / 162 / 1.31
finish: 0.165 / 293 / 1050 / 162 / 1.25
## state kept, by name (all words and copies together), names as in the netlist
register,flops
counter,28
clock_out,1
## final timing paths
path / from / endpoint / slack [ps]
max: counter[0]$_SDFF_PP0_ / counter[1]$_SDFF_PP0_ / 290
min: counter[0]$_SDFF_PP0_ / counter[0]$_SDFF_PP0_ / 510
max reg2reg: counter[0]$_SDFF_PP0_ / counter[1]$_SDFF_PP0_ / 290
min reg2reg: counter[0]$_SDFF_PP0_ / counter[0]$_SDFF_PP0_ / 510
## final cells by class
type	instances	area, sq um	share of cell area
clock buffers	5	68.8	0.0657
clock inverters	3	17.5	0.0167
well taps	77	96.3	0.0920
repair buffers	1	10.0	0.00956
flip-flops and latches	29	581	0.554
inverters	2	7.51	0.00717
multi-input cells	45	267	0.254
Power figures rest on the tool's default switching activity, not on a simulated workload.
